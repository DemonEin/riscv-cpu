==> ./design.v <==
module registers(clock, write_address_1, write_value_1, write_address_2, write_value_2, read_address_1, read_value_1, read_address_2, read_value_2);
    input clock;
    input [4:0] read_address_1, read_address_2, write_address_1, write_address_2;
    input [31:0] write_value_1, write_value_2;
    output [31:0] read_value_1, read_value_2;
    reg [31:0] r[31:1];
    always @(posedge clock) begin
        if (write_address_1 != 0) begin
            r[write_address_1] <= write_value_1;
        end
        if (write_address_2 != 0 && write_address_2 != write_address_1) begin
            r[write_address_2] <= write_value_2;
        end
    end
    assign read_value_1 = read_address_1 == 0 ? 0 : r[read_address_1];
    assign read_value_2 = read_address_2 == 0 ? 0 : r[read_address_2];
endmodule
==> ./run.sh <==
#!/bin/bash
# OpenROAD 26Q1-2900-gdf79404cd8, Yosys 0.63+post, stock flow scripts
make -C /OpenROAD-flow-scripts/flow DESIGN_CONFIG=/design/flow/config.mk WORK_HOME=/design/flow/orfs finish
==> ./config.mk <==
export PLATFORM = sky130hd
export DESIGN_NAME = registers
export DESIGN_NICKNAME = registers
export VERILOG_FILES = /design/flow/design.v
export SDC_FILE = /design/flow/constraint.sdc
export NUM_CORES = 4
export LEC_CHECK = 1
export CORE_UTILIZATION = 30
==> ./constraint.sdc <==
current_design registers

set clk_period 6.5
set clk_io_pct 0.2

create_clock -name clk0 -period $clk_period [get_ports {clock}]

set non_clock_inputs [all_inputs -no_clocks]
set_input_delay [expr $clk_period * $clk_io_pct] -clock clk0 $non_clock_inputs
set_output_delay [expr $clk_period * $clk_io_pct] -clock clk0 [all_outputs]
==> CHANGELOG.md <==
### Metrics

- Die height: 449 um
- CTS Sinks: 992
- Tmin final: 5.72 ns
- Setup crit start kind: input port
- Outcome: finished clean
- Core footprint: 0.198 mm2
- Crit. End Element: primary output
- First-pass GRT wire length: 394 mm
- Crit share post-route: 0.879
- CTS tree: yes
- Post-DP HPWL: 168 mm
- Vias in the first global route: 50.2k
- Placed inst area: 0.0648 mm2
- Most common cell on crit path: buf_4
- Endpoints failing setup: 0
- FP Rows: 163
- Router iterations before antenna repair: 7
- Mux share: 0.212
- Final WL: 288 mm
- Die width: 449 um
- Grt ovf: 0
- Initial drt markers: 5157
- Fin util: 0.345
- Post-Synth Adder-Cell Area: 0
- Crit path max fanout: 64
- Cell leakage power: 23.4 nW
- Mapped Cells: 4788
- Cell Type Count: 42
- Synth Cell Area: 0.0600 mm2
- Yosys simple share: 0.0493
- Final setup TNS: 0 ns
- Largest net degree at the start of global routing: 100
- Top flop regs: r: 992 flops
- Min-Delay Startpoint: write_value_2[24]
- Worst Setup SP: read_address_2[1]
- Initial antenna violation count: 25
- Dominant kind of combinational cell: multiplexers
- Pwr Total: 16.3 mW
- Post-Synth XOR/XNOR Area: 0.00110
- Clk buf depth: 3
- Post-synth seq share: 0.496
- RSZ-0062 raised after global routing: no
- Per-cell routed wire length: 39.5 um
- Commonest Layout Cell: edfxtp_1
- DRC Markers: 0
- Hold-fix buffers at CTS: 0
- Mean post-synth cell area: 12.5 um2
- Flip-flop count of the largest register after layout: 992
- Worst-path clk slew: 0.06 ns
- Top cells excl fill/tap: edfxtp_1, mux2i_1, a32o_1, a22oi_1, mux2_2
- H-tree depth: 3
- Gr usage total: 0.291
- Hold Path Class: in -> reg
- PD cells: 239 mW/mm2
- Crit Path Category: in -> out
- # Max-Cap Violations: 0
- WHS Path Cells: 3
- Achievable Freq: 0.175 GHz
- Syn-to-layout area delta: 13.8%
- Final Instance Area: 0.0683 mm2
- Critical Path Max Stage Delay: 0.59 ns
- Die Size: 0.202 mm2
- Gpl congestion: 1.01
- CP cell instances: buf_8 > buf_4 > buf_4 > mux2i_1 > a22oi_1 > nand3_1 > nand4_1 > clkdlybuf4s50_1
- Synth flops: 992
- Hold violation total from the final report: 0
- Routed Antenna Nets: 0
- Worst Slack Setup Final: 0.784 ns
- Via count: 49.6k
- Slowest-stage cell, CP: buf_4
- Number of fill cells: 18.9k
- Stage-log warning count: 25
- CP arrival: 4.42 ns
- Fraction of layout cells with a size suffix above 1: 0.184
- WHS Endpoint: r[28][24]
- WP data required: 5.20 ns
- Aoi share: 0.187
- Number of cells in Yosys stat: 4788
- Relative slew margins: 0.219
- Initial Util: 0.303
- Vias per cell: 6.79
- Synthesis Warnings: 1
- Worst VDD drop: 0.218 mV
- Root Driver: clkbuf_16
- CTS Buf Count: 108
- Area reported by Yosys stat: 0.0600 mm2
- Largest Register: r
- Buffers added on ports: 148
- Final Slew Violations: 0
- Post-CTS resize count: 0
- Worst-Margin Slew: 1.17 ns
- Io pins: 149
- Pre-CTS setup slack: 0.862 ns
- Post CTS Setup Buffer Count: 0
metal layers:
metal	track usage	up-vias	part of all wire
li1	-	19200	-
met1	0.300	24400	0.30
met2	0.413	4537	0.43
met3	0.204	1397	0.17
met4	0.204	46	0.090
met5	0.0317	-	0.0024
cell families after synthesis:
| family | count (synthesis) |
|---|---|
| buf+inv | 756 |
| xor+xnor | 5 |
| mux | 1156 |
| compound gates | 1303 |
| flops | 992 |
| simple gates | 576 |
synth_stat cells:
| cell | instances | share of area |
|---|---|---|
| buf_4 | 24 | 0.0030 |
| or3_1 | 1 | 0.00010 |
| or2_2 | 2 | 0.00021 |
| and3b_1 | 2 | 0.00029 |
| nand4_2 | 1 | 0.00021 |
| a21oi_1 | 159 | 0.013 |
| a22oi_1 | 351 | 0.044 |
| nand2b_1 | 4 | 0.00042 |
| inv_1 | 1 | 0.000062 |
| xnor2_1 | 2 | 0.00029 |
| nor3_2 | 1 | 0.00017 |
| a32o_1 | 731 | 0.12 |
| and2_0 | 1 | 0.00010 |
| nor2_1 | 74 | 0.0046 |
| xor2_2 | 1 | 0.00027 |
| nand3b_1 | 3 | 0.00038 |
| nor2b_1 | 16 | 0.0017 |
| nor3b_1 | 4 | 0.00050 |
| o211a_1 | 1 | 0.00017 |
| o211ai_1 | 15 | 0.0019 |
| o211ai_2 | 15 | 0.0031 |
| or2_0 | 1 | 0.00010 |
| o21bai_1 | 1 | 0.00013 |
| edfxtp_1 | 992 | 0.50 |
| nand3_1 | 192 | 0.016 |
| buf_1 | 93 | 0.0058 |
| buf_6 | 12 | 0.0023 |
| buf_2 | 194 | 0.016 |
| and3_1 | 33 | 0.0034 |
| nor4_1 | 2 | 0.00021 |
| nand4_1 | 64 | 0.0067 |
| mux2i_1 | 829 | 0.14 |
| and2_1 | 71 | 0.0074 |
| mux4_2 | 66 | 0.025 |
| nor3b_2 | 1 | 0.00021 |
| nand2_1 | 101 | 0.0063 |
| clkbuf_1 | 432 | 0.027 |
| mux2_2 | 261 | 0.049 |
| xnor2_2 | 2 | 0.00054 |
| o21ai_0 | 30 | 0.0025 |
| or2_1 | 1 | 0.00010 |
| or3b_2 | 1 | 0.00015 |
stage by stage:
| stage | hold slack (ns) | std cells |
|---|---|---|
| 2_1_floorplan | 1.52 | 4788 |
| 3_3_place_gp | 2.25 | 7090 |
| 3_5_place_dp | 2.26 | 7090 |
| 4_1_cts | 1.45 | 7286 |
| 5_1_grt | 1.52 | 7294 |
| 6_report | 1.48 | 7300 |
final cells by class:
cell class	count	area, um2	area share
clock inverters	70	698	0.0102
repair buffers	417	4000	0.0585
inverters	1	3.75	0.0000550
well taps	2640	3300	0.0484
diodes	14	35.0	0.000513
clock buffers	126	2770	0.0406
multi-input cells	3040	27700	0.406
flip-flops and latches	992	29800	0.436
where the power goes:
group	internal [mW]	switching, mW
Combinational	0.956	1.67
Clock	3.51	2.75
Sequential	7.34	0.113
Total	11.8	4.53
how the worst max path moves through the flow:
stage,to,slack [ns],depth (start not counted)
final,read_value_2[20],0.78,8
after global routing,read_value_2[20],0.68,8
after CTS,read_value_2[20],0.85,8
critical path, delay by kind of cell:
family	cells	cell delay [ns]
AND/OR/NAND/NOR	2	0.54
buffers and inverters	4	2.07
multiplexers	1	0.19
AND-OR/OR-AND	1	0.25
Power figures rest on the tool's default switching activity, not on a simulated workload.
