--- flow/config.mk ---
export PLATFORM = sky130hd
export DESIGN_NAME = comparator
export DESIGN_NICKNAME = comparator
export VERILOG_FILES = /design/flow/design.v
export SDC_FILE = /design/flow/constraint.sdc
export NUM_CORES = 4
export LEC_CHECK = 1
export CORE_AREA = 10 10 95 95
export DIE_AREA = 0 0 105 105
--- flow/constraint.sdc ---
current_design comparator

set clk_period 5.9
set clk_io_pct 0.2

create_clock -name clk0 -period $clk_period

set non_clock_inputs [all_inputs -no_clocks]
set_input_delay [expr $clk_period * $clk_io_pct] -clock clk0 $non_clock_inputs
set_output_delay [expr $clk_period * $clk_io_pct] -clock clk0 [all_outputs]
--- flow/design.v ---
module comparator(operation, operand1, operand2, result);
    input [2:0] operation;
    input [31:0] operand1, operand2;
    output reg result;
    always @* begin
        case (operation[2:1])
            2'b00: result = operand1 == operand2;
            2'b10: result = $signed(operand1) < $signed(operand2);
            2'b11: result = operand1 < operand2;
            default: result = 1'bx;
        endcase
        result = result ^ operation[0];
    end
endmodule
--- flow/run.sh ---
#!/bin/bash
# OpenROAD 26Q1-2900-gdf79404cd8, Yosys 0.63+post, stock flow scripts
make -C /OpenROAD-flow-scripts/flow DESIGN_CONFIG=/design/flow/config.mk WORK_HOME=/design/flow/orfs finish
==> flow_results.xml <==
<?xml version="1.0" encoding="UTF-8"?>
<metrics>
  <group name="final_layout">
    <metric name="drive_above_1_share" unit="%">0.532</metric>
    <metric name="clockBufferCount" unit="">0</metric>
    <metric name="ff_latch_area" unit="sq um">0</metric>
    <metric name="area_delta_synth_final" unit="%">94.8</metric>
    <metric name="postLayoutCoreUtil" unit="%">23.8</metric>
    <metric name="numSequentialCells" unit="">0</metric>
    <metric name="final.fill_count" unit="">756</metric>
  </group>
  <group name="sta">
    <metric name="setup_viol" unit="">0</metric>
    <metric name="period_used_share" unit="%">87.6</metric>
    <metric name="slew_violations" unit="">0</metric>
    <metric name="max-slew-margin-rel" unit="%">65.0</metric>
    <metric name="setup_tns" unit="ns">0</metric>
    <metric name="timing_hold_violations_final" unit="">0</metric>
    <metric name="rsz0062_at_grt" unit="">no</metric>
    <metric name="whs" unit="ns">3.31</metric>
    <metric name="final.min_clock_period" unit="ns">5.17</metric>
    <metric name="max_fclk" unit="MHz">193</metric>
    <metric name="max_slew.worst_pin.slew" unit="ns">0.520</metric>
  </group>
  <group name="synth">
    <metric name="synth_cells" unit="">120</metric>
    <metric name="synthDistinctLibCells" unit="">25</metric>
    <metric name="top_cell" unit="">sky130_fd_sc_hd__inv_1</metric>
    <metric name="synthesis.area_per_instance" unit="sq um">7.04</metric>
    <metric name="synth.cells.most_frequent" unit="">33 x sky130_fd_sc_hd__inv_1, 32 x sky130_fd_sc_hd__ha_1, 11 x sky130_fd_sc_hd__a21oi_1, 8 x sky130_fd_sc_hd__nand2_1, 6 x sky130_fd_sc_hd__nand4_1</metric>
    <metric name="yosys.stat.chipArea" unit="sq um">845</metric>
    <metric name="topCellsByArea" unit="">sky130_fd_sc_hd__ha_1 47%, sky130_fd_sc_hd__inv_1 15%, sky130_fd_sc_hd__a21oi_1 6.5%</metric>
    <metric name="part_of_the_yosys_area_used_for_sequential_elements" unit="%">0</metric>
    <metric name="yosysTopAreaCell" unit="">sky130_fd_sc_hd__ha_1</metric>
    <metric name="share_of_the_synthesized_area_in_the_top_cell_type" unit="%">47.4</metric>
    <metric name="synth_stat.cells" unit="">120</metric>
    <metric name="yosysWarningCount" unit="">1</metric>
    <metric name="syn-cell-area" unit="sq um">845</metric>
  </group>
  <group name="power">
    <metric name="power.share.clock" unit="%">0</metric>
    <metric name="pwr_density_cell" unit="nW/um^2">59.2</metric>
    <metric name="switching_part_of_the_total" unit="%">34.8</metric>
    <metric name="largest_vdd_supply_drop" unit="mV">0.0222</metric>
    <metric name="p_switching" unit="uW">33.9</metric>
    <metric name="p_int" unit="uW">63.6</metric>
    <metric name="seqPwrFrac" unit="%">0</metric>
    <metric name="leakage" unit="uW">0.000813</metric>
    <metric name="power_frac_comb" unit="%">100.0</metric>
  </group>
  <group name="floorplan">
    <metric name="floorplan.die.width" unit="microns">105</metric>
    <metric name="core_region_area" unit="sq um">6910</metric>
    <metric name="floorplan.core_util" unit="%">12.2</metric>
    <metric name="fp.dieArea" unit="sq um">11000</metric>
    <metric name="rows" unit="">30</metric>
    <metric name="dieHeight" unit="microns">105</metric>
    <metric name="boundaryPins" unit="">68</metric>
  </group>
  <group name="drt">
    <metric name="wire_per_inst" unit="microns">10.4</metric>
    <metric name="dr_total_vias" unit="">1011</metric>
    <metric name="route.antenna.diode_count" unit="">0</metric>
    <metric name="post_detailed_route_drc_marker_count" unit="">0</metric>
    <metric name="drt_pre_antenna_iters" unit="">4</metric>
    <metric name="antenna_violating_nets_post_route" unit="">0</metric>
    <metric name="detail_route.vias_per_cell" unit="">3.56</metric>
    <metric name="drt-initial-drc-count" unit="">11</metric>
    <metric name="finalWirelength" unit="mm">2.95</metric>
  </group>
  <group name="clock_network">
    <metric name="cts_resized" unit="">0</metric>
    <metric name="cts_post_setup_buffers_inserted" unit="">0</metric>
    <metric name="cts-hold-fix-buffers" unit="">0</metric>
  </group>
  <group name="global_routing">
    <metric name="grt_start_max_net_pins" unit="">6</metric>
    <metric name="globalRouteOverflowTotal" unit="">0</metric>
    <metric name="antenna_found_initial" unit="">0</metric>
    <metric name="grt_pass1_vias" unit="">1065</metric>
    <metric name="gr-usage-all-layers" unit="%">5.19</metric>
    <metric name="grt_first_pass_wirelength" unit="mm">4.91</metric>
  </group>
  <group name="worst_setup_path">
    <metric name="required" unit="ns">4.72</metric>
    <metric name="timing.critical_path.fanout_max" unit="">2</metric>
    <metric name="worstSetupPathType" unit="">in2out</metric>
    <metric name="start_point_of_the_critical_path" unit="">operand2[17]</metric>
    <metric name="crit_path_end" unit="">result</metric>
    <metric name="critPathCaptureType" unit="">output port</metric>
    <metric name="arrival_worst_endpoint" unit="ns">3.99</metric>
    <metric name="type_of_origin_of_the_critical_path" unit="">primary input</metric>
  </group>
  <group name="place">
    <metric name="routabilityCongestion" unit="">0.714</metric>
    <metric name="detailedPlacementHpwl" unit="mm">2.93</metric>
    <metric name="place.port_buffers" unit="">68</metric>
  </group>
  <group name="worst_hold_path">
    <metric name="worstHoldPathType" unit="">in2out</metric>
  </group>
  <group name="job">
    <metric name="warning_count" unit="">32</metric>
    <metric name="max_cap_viol_count" unit="">0</metric>
  </group>
  <group name="run_status">
    <metric name="outcome" unit="">complete, no violations</metric>
  </group>
</metrics>
==> cells in the final DEF (no fill, tap or decap) <==
cell,instances
sky130_fd_sc_hd__and2_0,1
sky130_fd_sc_hd__a31oi_1,1
sky130_fd_sc_hd__nand4_1,6
sky130_fd_sc_hd__xor2_1,1
sky130_fd_sc_hd__o211a_1,1
sky130_fd_sc_hd__a21o_1,3
sky130_fd_sc_hd__ha_1,32
sky130_fd_sc_hd__clkdlybuf4s50_1,68
sky130_fd_sc_hd__or3_1,1
sky130_fd_sc_hd__nand2_1,8
sky130_fd_sc_hd__nor4_1,2
sky130_fd_sc_hd__nor2_1,3
sky130_fd_sc_hd__a221o_1,1
sky130_fd_sc_hd__o311ai_0,1
sky130_fd_sc_hd__nor2b_1,1
sky130_fd_sc_hd__o21ai_0,5
sky130_fd_sc_hd__a21oi_1,11
sky130_fd_sc_hd__a221oi_1,1
sky130_fd_sc_hd__a21o_2,1
sky130_fd_sc_hd__nand3b_1,1
sky130_fd_sc_hd__o211ai_1,1
sky130_fd_sc_hd__nand3_1,2
sky130_fd_sc_hd__o21a_1,1
sky130_fd_sc_hd__a211o_1,1
sky130_fd_sc_hd__inv_1,33
sky130_fd_sc_hd__nor3_1,1
==> power by group through the flow <==
stage | Sequential, uW | Clock, uW | Combinational, uW
after CTS | 0 | 0 | 99.1
after global routing | 0 | 0 | 111
final | 0 | 0 | 97.4
==> critical path, cell delays in order <==
cell                              delay [ns]
sky130_fd_sc_hd__clkdlybuf4s50_1        0.45
sky130_fd_sc_hd__inv_1                  0.04
sky130_fd_sc_hd__ha_1                   0.30
sky130_fd_sc_hd__a21o_1                 0.19
sky130_fd_sc_hd__a221o_1                0.37
sky130_fd_sc_hd__a211o_1                0.30
sky130_fd_sc_hd__or3_1                  0.30
sky130_fd_sc_hd__o211ai_1               0.22
sky130_fd_sc_hd__xor2_1                 0.17
sky130_fd_sc_hd__clkdlybuf4s50_1        0.48
==> final cells by class <==
class	instances	area [sq um]	share of cell area (%)
inverter	33	124	7.53
multi-input combinational	87	721	43.8
tap	96	120	7.30
timing repair buffer	68	681	41.4
==> worst min path at each step <==
| stage | from | end | slack (ns) | depth (start not counted) |
|---|---|---|---|---|
| final | operation[0] | result | 3.31 | 3 |
| after CTS | operation[0] | result | 3.31 | 3 |
| after global routing | operation[0] | result | 3.35 | 3 |
==> cell families after synthesis <==
kind of cell	Yosys count	synth area share, %
adder cells (fa/ha/maj)	32	47.4
AND/OR/NAND/NOR	26	15.7
buffers and inverters	33	14.7
AND-OR/OR-AND	28	21.2
XOR/XNOR	1	1.04
==> per-stage QoR <==
stage | setup slack (ns) | instance area, sq um | instances | power (uW)
CTS | 0.715 | 1650 | 284 | 99.1
detailed placement | 0.720 | 1650 | 284 | 98.6
global placement | 0.693 | 1650 | 284 | 98.8
floorplan | 1.87 | 845 | 120 | 39.7
global route | 0.578 | 1650 | 284 | 111
finish | 0.729 | 1650 | 284 | 97.4
==> routing by layer <==
metal / GRT usage (%) / vias up / wire length [microns]
met5: 0 / - / 0
met4: 0 / 0 / 0
met3: 1.06 / 0 / 169
met2: 8.85 / 31 / 1330
met1: 6.97 / 422 / 1450
li1: - / 558 / -
Power figures rest on the tool's default switching activity, not on a simulated workload.
